$ cat flow/run.sh
#!/bin/bash
# OpenROAD 26Q1-2900-gdf79404cd8, Yosys 0.63+post, stock flow scripts
make -C /OpenROAD-flow-scripts/flow DESIGN_CONFIG=/design/flow/config.mk WORK_HOME=/design/flow/orfs finish
$ cat flow/config.mk
export PLATFORM = sky130hd
export DESIGN_NAME = MAF
export DESIGN_NICKNAME = MAF
export VERILOG_FILES = /design/flow/design.v
export SDC_FILE = /design/flow/constraint.sdc
export NUM_CORES = 4
export LEC_CHECK = 1
export CORE_UTILIZATION = 40
$ cat flow/constraint.sdc
current_design MAF

set clk_period 9.3
set clk_io_pct 0.2

create_clock -name clk0 -period $clk_period [get_ports {clk}]

set non_clock_inputs [all_inputs -no_clocks]
set_input_delay [expr $clk_period * $clk_io_pct] -clock clk0 $non_clock_inputs
set_output_delay [expr $clk_period * $clk_io_pct] -clock clk0 [all_outputs]
$ cat flow/design.v
module MAF
        #(
            parameter NB_SAMPLE = 8 ,
            parameter NB_COEFF 	= 16,
            parameter MAF1 		= 20, 	 
			parameter MAF2 		= 12,	 
			parameter NB_COUNTER= 6  	 
        )
        (
        input signed [NB_SAMPLE-1:0] i_xn,   	 
        input clk,  						  	 
        input rst,
        input i_enable, 						 
        output signed [NB_SAMPLE-1:0] o_signal   
        );
localparam NB_SAT  		= NB_COUNTER;   
localparam NB_ADD  		= NB_SAMPLE + NB_SAT;  
localparam NBF_SAMPLE	= 7;	
localparam NBF_COEFF 	= 15;
wire signed [NB_COEFF-1:0] N1;  
wire signed [NB_COEFF-1:0] N2;  
wire signed [NB_COEFF-1:0] CF;  
assign N1 = 16'd328;   
assign N2 = 16'd546;   
assign CF = 16'd18500;  
reg  signed [NB_SAMPLE-1:0] 			r_xn [MAF1-1:1]; 	 
reg signed  [NB_ADD   -1:0] 			acum;				 
reg signed  [NB_ADD   + NB_COEFF-1 :0] 	y1; 				 
reg  signed [NB_SAMPLE	-1:0] 			r_yn [MAF2-1:1]; 	 
reg signed  [NB_ADD   	-2:0] 			acum2;				 
reg signed  [NB_ADD	-1+ NB_COEFF-1 :0] 	y2; 			 	 
wire signed [NB_COEFF	-1:0] 			y2_aux;				 
wire signed [NB_COEFF + NB_COEFF-1 :0] 	y3;  			 	 
reg flag_enable;
reg [NB_COUNTER-1:0] op_count;  
integer ptr1;
integer ptr2;
always @(posedge clk or posedge rst) begin
	if(rst) begin
		flag_enable <= 1'b0;
		op_count	<= {NB_COUNTER{1'b0}};
		acum 		<= {NB_ADD{1'b0}};
		acum2		<= {NB_ADD - 1{1'b0}};
		y1			<= {NB_ADD + NB_COEFF{1'b0}};
		y2			<= {NB_ADD + NB_COEFF - 1{1'b0}};
		for(ptr1=1;ptr1<MAF1;ptr1=ptr1+1) begin:reiniciar
			r_xn[ptr1] <= {NB_SAMPLE{1'b0}};
			if(ptr1<MAF2)
				r_yn[ptr1] <= {NB_SAMPLE{1'b0}};
        end
	end
	else begin
		if(i_enable && flag_enable) begin
			flag_enable <= 1'b0;
			op_count 	<= {NB_COUNTER{1'b0}};  
			for(ptr2=1;ptr2<MAF1;ptr2=ptr2+1) begin:actualizar
				if(ptr2==1) begin
					r_xn[ptr2] <= i_xn;
					r_yn[ptr2] <= y1[NBF_SAMPLE+NBF_COEFF -: NB_SAMPLE];
				end
				else begin
					r_xn[ptr2] <= r_xn[ptr2-1];
					if(ptr2<MAF2)
						r_yn[ptr2] <= r_yn[ptr2-1];  
				end
			end
			y1 <= acum  * N1;  
		    y2 <= acum2 * N2;  
		end
		else if(!i_enable && !flag_enable)
			flag_enable <= 1'b1;
		if(op_count<MAF1) begin
			op_count <= op_count + {{NB_COUNTER-1{1'b0}},{1'b1}};  
			if(op_count) begin
				acum <= acum + r_xn[op_count];
				if(op_count<MAF2) begin
					acum2 <= acum2 + r_yn[op_count];
				end
			end
			else begin
				acum <= {{NB_SAT{i_xn[NB_SAMPLE-1]}},{i_xn}}; 				 
				acum2 <= y1[NBF_SAMPLE+NBF_COEFF + NB_SAT-1 -: NB_ADD-1];	 
			end
		end
	end
end
assign y2_aux = y2[NBF_SAMPLE+NBF_COEFF -: NB_COEFF];	 
assign y3 = y2_aux * CF;  
assign o_signal = y3[NB_COEFF + NB_COEFF-3-:NB_SAMPLE];  
endmodule
==> notes.md <==
The run finished with clean final reports. The combined global-route utilization of all metal layers was 0.181; the data required time of the worst path was 7.44 ns. Walking the worst path, the cells encountered are ha_1 > ha_1 > fa_1 > ha_1 > inv_1 > fa_1 > inv_1 > ha_1 > a2111o_1 > nor4b_1 > o21ai_1 > o2111ai_1 > o311a_1 > o31ai_1 > a21oi_1 > xnor2_1 > clkdlybuf4s50_1.

Number of top-level pins: 19. The most critical min-delay path falls under flip-flop to flip-flop. For the deepest level of the CTS H-tree, the log shows 2.

The run gives 0 for the total antenna diodes in the routed design. For reference, the most critical setup path is categorized as flip-flop to output port. The number of antenna violations at the first check in global routing was 0; the number of search-and-repair iterations in the first detailed-routing pass was 23. Setup violations remaining at the end of the flow were counted as 0. Looking at the clock tree report, the maximum root-to-sink buffer count equals 3.

Looking at the critical path, the single cell with the biggest stage delay is sky130_fd_sc_hd__fa_1. Clock period minus worst slack: 7.27 ns. The wire length recorded after detailed routing is 39.5 mm. With the total of warnings raised by yosys at 19, the post-synthesis chip area from yosys is 19000 µm².

The proportion of netlist area held by the largest area contributor is 0.394. At the pin with the least slew margin, the transition time is 0.829 ns. The number of clock sinks was 299; the maximum fanout encountered on the critical timing path was 5.

The report puts the hold buffer count at CTS at 0. Measured along the x axis, the die boundary spans 220 µm. Once iteration 0 of detailed routing completed, the report listed 692 DRC markers.

During placement, the flow inserted port buffers numbering 18. Share of cells above drive strength 1: 0.199. The run gives 11.2 µm² for the average instance area after synthesis. Summed over all instances, the cell type with the most area after synthesis is sky130_fd_sc_hd__dfrtp_1. The count of library flops with an enable pin is 0. The root buffer cell chosen for the clock tree is sky130_fd_sc_hd__clkbuf_16.

Pins over their slew limit in the final report were tallied at 0. Mux share of post-synthesis cell area: 0.152. The simple-gate area share of the yosys netlist was 0.0612; the number of warning messages in the logs was 40.

With the area fraction in full adders, half adders and majority gates at 0.196, the count of instantiated cells in the yosys netlist is 1689. The proportion of synthesized flip-flops having asynchronous set or reset was 1.00. Headroom to the max-slew limit: 0.447. Synthesis produced a netlist whose cell count is 1689. Area inside the core boundary: 46700 µm². The run gives 0.50 ns for the peak per-stage delay on the critical path.

Setup repair after global routing left no endpoint under its margin. The capturing element type of the critical path is an output port. The die covers 48300 µm². The run gives 5.41 for the via-per-instance ratio. The cell occurring most often along the worst timing path is sky130_fd_sc_hd__ha_1.

TritonCTS built the clock tree. The most common flop cell mapped by yosys was sky130_fd_sc_hd__dfrtp_1. The run gives 0 as the final antenna-violating net count.

The run gives 0 for the detailed-route DRC error count. The final setup TNS is 0 ns, and the floorplan die height is 220 µm. For reference, the placement row count at floorplan is 79. Aoi/oai-family share of the synthesized area: 0.121. The routed layout has 12555 vias. Post-CTS timing repair inserted 0 buffers for setup.

The post-route fraction of the period consumed by the critical path is 0.782. Startpoint type of the worst setup path: a flip-flop. By count the netlist is led by sky130_fd_sc_hd__dfrtp_1, sky130_fd_sc_hd__mux2_2, sky130_fd_sc_hd__ha_1.

In the final report, the number of hold violations comes to 0. Summing every instance area after synthesis gives 19000 µm². The tools report the final setup skew as 0.0214 ns. Per the run report, area growth between synthesis and finish was 10.4%.

Post-CTS repair ended up resizing 0 cells. The post-synth register bit count is 299. Looking at the worst setup and hold paths, the clock pins of their registers show a slew of 0.06 ns.

The first global-routing pass estimated 67.0 mm of wire. The logs give 0.394 for the share of the yosys chip area belonging to registers and 112 for the maximum number of pins on one net before global-route repair. The logs give 34 for the number of clock buffers inserted by TritonCTS and 12723 for the via count of the first global-routing pass. The final core utilization was 0.449. For the worst-skew pair, the clock arrives at the later sink with an insertion delay of 0.53 ns. The flow reports an fmax of 0.137 GHz. The share of the core filled by cells before placement is 0.407, and the area fraction in xor and xnor cells is 0.0198. The count of maximum capacitance violations came out at 0. The global-route congestion overflow total came out at 0.

RePlAce ended its routability-driven mode at a weighted congestion of 0.892. The main area contributors are sky130_fd_sc_hd__dfrtp_1, sky130_fd_sc_hd__mux2_2, sky130_fd_sc_hd__ha_1. After detailed routing, the average wire length per cell comes to 17.0 µm. The dominant non-sequential cell family after synthesis was adder cells. Among all cell types in the netlist, the one instantiated most often is sky130_fd_sc_hd__dfrtp_1. For the worst setup path, the data arrival time is 5.41 ns. The post-DP HPWL is 27.5 mm.

The count of distinct cell types in the synthesized netlist was 72.
layout make-up:
type,count,area [µm²]
clock inverters,8,115
clock buffers,48,963
flip-flops and latches,299,7480
multi-input cells,1112,10500
well taps,607,759
fillers,4245,25700
repair buffers,47,410
inverters,201,758
final timing paths:
check                           slack [ns]   startpoint     endpoint  depth (start not counted)
worst max-delay path                  2.03       y2[12]  o_signal[7]                         17
worst min-delay path                  0.50  r_xn[19][0]  r_xn[19][0]                          1
worst max register to register        3.63  op_count[0]     acum[13]                         16
worst min register to register        0.50  r_xn[19][0]  r_xn[19][0]                          1
max in group asynchronous             5.81          rst   r_yn[7][5]                          4
min in group asynchronous             1.75          rst   r_xn[1][0]                          2
per-stage QoR:
step	worst slack, ns	instances	area [µm²]	hold WS, ns
after global placement	2.62	2266	19900	0.485
after global routing	1.67	2322	21000	0.517
final	2.03	2322	21000	0.501
after CTS	1.96	2322	21000	0.507
after detailed placement	2.53	2266	19900	0.494
after floorplan	3.39	1689	19000	0.452
critical path, delay by kind of cell (launching register included):
family	cells	cell delay (ns)
adder cells (fa/ha/maj)	6	2.18
AND-OR/OR-AND	6	1.31
buffers and inverters	3	0.56
flip-flops	1	0.43
AND/OR/NAND/NOR	1	0.27
XOR/XNOR	1	0.13
cell families after synthesis:
group | after synthesis
compound gates | 323
flops | 299
buf+inv | 278
fa+ha+maj | 262
mux | 257
simple gates | 228
xor+xnor | 42
flip-flops by register name, indices dropped and copies added, names as in the netlist:
register	cells
r_xn	152
r_yn	88
y2	16
acum	14
acum2	13
y1	9
op_count	6
flag_enable	1
cell usage in the layout (no fill, tap or decap), types with 5 or more instances in the layout:
master,count
sky130_fd_sc_hd__dfrtp_1,299
sky130_fd_sc_hd__mux2_2,254
sky130_fd_sc_hd__ha_1,203
sky130_fd_sc_hd__inv_1,200
sky130_fd_sc_hd__nand2_1,64
sky130_fd_sc_hd__a21oi_1,59
sky130_fd_sc_hd__fa_1,58
sky130_fd_sc_hd__o21ai_0,45
sky130_fd_sc_hd__nor2_1,42
sky130_fd_sc_hd__a22oi_1,42
sky130_fd_sc_hd__clkbuf_16,34
sky130_fd_sc_hd__xnor2_1,28
sky130_fd_sc_hd__buf_4,28
sky130_fd_sc_hd__a22o_1,25
sky130_fd_sc_hd__nor3_1,22
sky130_fd_sc_hd__nand3_1,20
sky130_fd_sc_hd__a221oi_1,20
sky130_fd_sc_hd__clkdlybuf4s50_1,18
sky130_fd_sc_hd__a21o_1,15
sky130_fd_sc_hd__a222oi_1,15
sky130_fd_sc_hd__a31oi_1,14
sky130_fd_sc_hd__xor2_1,13
sky130_fd_sc_hd__nand2b_1,12
sky130_fd_sc_hd__or3_1,11
sky130_fd_sc_hd__o21a_1,10
sky130_fd_sc_hd__a211oi_1,10
sky130_fd_sc_hd__nand4_1,9
sky130_fd_sc_hd__and3b_1,8
sky130_fd_sc_hd__clkbuf_1,8
sky130_fd_sc_hd__and2_1,7
sky130_fd_sc_hd__o211ai_1,6
sky130_fd_sc_hd__and3_1,6
sky130_fd_sc_hd__o22ai_1,6
sky130_fd_sc_hd__clkbuf_8,6
sky130_fd_sc_hd__nor2b_1,5
sky130_fd_sc_hd__a32oi_1,5
routing by layer:
layer	share of wire	global-route usage	routed length, µm
met5	0	0	0
met4	0.020	0.0329	782
met3	0.041	0.0265	1620
met2	0.48	0.292	19200
met1	0.45	0.268	18000
